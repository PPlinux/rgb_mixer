==> design/flow/design.v <==
`default_nettype none
`timescale 1ns/1ns
module clkdivider (
    input clk, rst,
    output reg clk_div
    );
parameter terminalcount = (3);
parameter counter_width = 16;
reg [counter_width-1:0] count;
wire tc;
assign tc = (count == terminalcount);	 
always @ (posedge(clk), posedge(rst))
begin
    if (rst) count <= 0;
    else if (tc) count <= 0;		 
    else count <= count + 1;
end
always @ (posedge(clk), posedge(rst))
begin
    if (rst) clk_div <= 0;
    else if (tc) clk_div = !clk_div;	 
end
endmodule
`default_nettype none
`timescale 1ns/1ns
module debounce #(
    parameter HIST_LEN = 8
    )(
    input wire clk,
    input wire reset,
    input wire button,
    output reg debounced
     );
    localparam on_value = 2 ** HIST_LEN - 1;
    reg [HIST_LEN-1:0] button_hist;
    always @(posedge clk) begin
        if(reset) begin
            button_hist <= 0;
            debounced <= 1'b0;
        end else begin
            button_hist <= {button_hist[HIST_LEN-2:0], button};
            if(button_hist == on_value)
                debounced <= 1'b1;
            else if(button_hist == {HIST_LEN{1'b0}})
                debounced <= 1'b0;
       end
    end
endmodule
`default_nettype none
`timescale 1ns/1ns
module encoder #(
    parameter WIDTH = 8,
    parameter INCREMENT = 1'b1
    )(
    input clk,
    input reset,
    input a,
    input b,
    output reg [WIDTH-1:0] value
    );
    reg old_a;
    reg old_b;
    always @(posedge clk) 
     begin
        if(reset) 
         begin
            old_a <= 0;
            old_b <= 0;
            value <= 0;
         end 
        else 
         begin
            old_a <= a;
            old_b <= b;
           if ((value > 8'b00000000) && (value < 8'b11111111))
            begin         
             case ({a,old_a,b,old_b})
                4'b1000: value <= value + INCREMENT;
                4'b0111: value <= value + INCREMENT;
                4'b0010: value <= value - INCREMENT;
                4'b1101: value <= value - INCREMENT;
                default: value <= value;
             endcase
            end 
            if (value == 8'b00000000)
            begin         
             case ({a,old_a,b,old_b})
                4'b1000: value <= value + INCREMENT;
                4'b0111: value <= value + INCREMENT;
                default: value <= value;
             endcase
            end 
            if (value == 8'b11111111)
            begin         
             case ({a,old_a,b,old_b})
                4'b0010: value <= value - INCREMENT;
                4'b1101: value <= value - INCREMENT;   
                default: value <= value;
             endcase
            end 
         end
    end
endmodule
`default_nettype none
`timescale 1ns/1ns
module pwm #(
    parameter WIDTH = 8,
    parameter INVERT = 0
    ) 
    (
    input wire clk,
    input wire reset,
    output wire out,
    input wire [WIDTH-1:0] level
    );
    reg [WIDTH-1:0] count;
    wire pwm_on = count < level;
    always @(posedge clk) begin
        if(reset)
            count <= 1'b0;
        else
            count <= count + 1'b1;
    end
    assign out = reset ? 1'b0:
        INVERT == 1'b0 ? pwm_on : ! pwm_on;
endmodule
`default_nettype none
`timescale 1ns/1ns
module rgb_mixer (
    input clk,
    input reset,
    input enc0_a,
    input enc0_b,
    input enc1_a,
    input enc1_b,
    input enc2_a,
    input enc2_b,
    output pwm0_out,
    output pwm1_out,
    output pwm2_out
);
    wire clk_out;
    wire enc0_a_db, enc0_b_db;
    wire enc1_a_db, enc1_b_db;
    wire enc2_a_db, enc2_b_db;
    wire [7:0] enc0, enc1, enc2;
    debounce #(.HIST_LEN(8)) debounce0_a(.clk(clk_out), .reset(reset), .button(enc0_a), .debounced(enc0_a_db));
    debounce #(.HIST_LEN(8)) debounce0_b(.clk(clk_out), .reset(reset), .button(enc0_b), .debounced(enc0_b_db));
    debounce #(.HIST_LEN(8)) debounce1_a(.clk(clk_out), .reset(reset), .button(enc1_a), .debounced(enc1_a_db));
    debounce #(.HIST_LEN(8)) debounce1_b(.clk(clk_out), .reset(reset), .button(enc1_b), .debounced(enc1_b_db));
    debounce #(.HIST_LEN(8)) debounce2_a(.clk(clk_out), .reset(reset), .button(enc2_a), .debounced(enc2_a_db));
    debounce #(.HIST_LEN(8)) debounce2_b(.clk(clk_out), .reset(reset), .button(enc2_b), .debounced(enc2_b_db));
    encoder #(.WIDTH(8)) encoder0(.clk(clk_out), .reset(reset), .a(enc0_a_db), .b(enc0_b_db), .value(enc0));
    encoder #(.WIDTH(8)) encoder1(.clk(clk_out), .reset(reset), .a(enc1_a_db), .b(enc1_b_db), .value(enc1));
    encoder #(.WIDTH(8)) encoder2(.clk(clk_out), .reset(reset), .a(enc2_a_db), .b(enc2_b_db), .value(enc2));
    pwm #(.WIDTH(8)) pwm0(.clk(clk_out), .reset(reset), .out(pwm0_out), .level(enc0));
    pwm #(.WIDTH(8)) pwm1(.clk(clk_out), .reset(reset), .out(pwm1_out), .level(enc1));
    pwm #(.WIDTH(8)) pwm2(.clk(clk_out), .reset(reset), .out(pwm2_out), .level(enc2));
    clkdivider #(.counter_width(16)) clkdivider0(.clk(clk), .rst(reset), .clk_div(clk_out));
endmodule
==> design/flow/run.sh <==
#!/bin/bash
# OpenROAD 26Q1-2900-gdf79404cd8, Yosys 0.63+post, stock flow scripts
make -C /OpenROAD-flow-scripts/flow DESIGN_CONFIG=/design/flow/config.mk WORK_HOME=/design/flow/orfs finish
==> design/flow/config.mk <==
export PLATFORM = sky130hd
export DESIGN_NAME = rgb_mixer
export DESIGN_NICKNAME = rgb_mixer
export VERILOG_FILES = /design/flow/design.v
export SDC_FILE = /design/flow/constraint.sdc
export NUM_CORES = 4
export LEC_CHECK = 1
export CORE_UTILIZATION = 50
==> design/flow/constraint.sdc <==
current_design rgb_mixer

set clk_period 3.8
set clk_io_pct 0.2

create_clock -name clk0 -period $clk_period [get_ports {clk}]

set non_clock_inputs [all_inputs -no_clocks]
set_input_delay [expr $clk_period * $clk_io_pct] -clock clk0 $non_clock_inputs
set_output_delay [expr $clk_period * $clk_io_pct] -clock clk0 [all_outputs]
==> Slide: Implementation Results <==
Synthesis and Place & Route Summary

Die
  – Fp_density: 0.515
  – Die H: 110 um
  – Num ports: 11
  – Cell row count: 39
  – Core area: 11,400 sq um
  – Die X: 110 um
  – Chip area: 12,200 sq um

Synthesis
  – Yosys warns: 4
  – Syn Inst Count: 629
  – XORs/XNORs by Area: 0.0596
  – Aoi share: 0.106
  – Commonest cells post-synth: dfxtp_1, nor2_1, nor2b_1
  – Post-Syn Area: 5880 sq um
  – Yosys cell count: 629
  – Post-synth top area cell: dfxtp_1
  – EDFF count, synth: 0
  – Mux area share: 0.0177
  – Seq cells post-synth: 125
  – Cell Type Count: 60
  – Top-area cell share: 0.368
  – Yosys chip area: 5880 sq um
  – Count leader, synth: dfxtp_1
  – Post-synthesis simple-gate area fraction: 0.262
  – Dominant comb cell: simple AND/OR/NAND/NOR gates
  – Synth Area in Adders: 0.0724
  – Asr flop ratio synth: 0.136
  – Main synth FF type: dfxtp_1
  – Synth Seq Share: 0.440
  – Synthesized area per cell: 9.34 sq um
  – Top cells by area: dfxtp_1, dfrtp_1, ha_1

Clocking
  – Maximum buffer depth of the clock tree: 2
  – Hold_buf cts: 0
  – Setup Buffers After CTS: 0
  – CTS H-tree lvls: 1
  – CTS tree: done
  – Clock transition at the registers of the reported paths: 0.05 ns
  – CTS Buf Count: 3
  – Clock latency on the worst-skew pair: 0.24 ns
  – Post_cts resized: 0
  – Clk root buf: clkbuf_16

Worst hold path
  – Hold/Removal Path Class: reg -> reg
  – Hold path depth: 1

Setup path
  – WP data required: 3.04 ns
  – Arrival time at the worst endpoint: 2.17 ns
  – Cell breakdown of the critical path: buf_4 > or4_1 > o311ai_0 > clkdlybuf4s50_1
  – Slowest CP cell: or4_1
  – Critical Path End Type: primary output
  – Crit path depth: 4
  – Startpoint Class: input pin
  – CP delay by family, top: buffers and inverters
  – Critical path peak fanout: 35
  – Buf+Inv Stages, Crit Path: 2
  – Reg2reg path depth: 6
  – Critical path class: in -> out
  – Max incr delay on CP: 0.55 ns

GRT
  – Vias in the first global route: 3,813
  – GRT Util Overall: 0.170
  – First-pass GRT wire length: 17,400 um
  – Largest net degree at the start of global routing: 99
  – Global route overflow: 0
  – Initial antenna violation count: 0

Cells and area
  – Layout Utilization: 0.537
  – Fill cells: 1,032
  – Layout cells sized above 1: 0.0288
  – P&R area growth vs syn: 4.32%

Timing
  – Final-report setup violation count: 0
  – Final critical-path share of the clock period: 0.771
  – Achievable frequency: 0.341 GHz
  – Worst Tran Pin Value: 0.852 ns
  – Endpoints left unconstrained: 108
  – Clock skew: 0.00259 ns
  – Minimum clock period: 2.93 ns
  – Fin. Hold Viols: 0
  – Final WS setup: 0.871 ns
  – Register pins left without a clock: 108
  – Max Transition Viols Final: 0
  – Unrepaired setup endpoints after global routing: no
  – Setup Total Neg Slack: 0 ns
  – Relative slew slack: 0.432
  – Min Hold Slack: 0.479 ns

Outcome
  – Status: finished, final reports clean

Power and ir drop
  – VDD IR-drop max: 0.000334 V
  – P_leak: 2.44 nW
  – Pwr Density: 69.2 nW/um^2
  – Design Power: 0.424 mW

Routing
  – Drt first-iter violations: 168
  – Routed WL: 9780 um
  – Post-DR vias/cell: 5.53
  – Number of diodes: 0
  – Post-DR wirelength/cell: 12.7 um
  – DR pass1 iterations: 6
  – Via count: 4,245
  – DRC viols: 0
  – Final ANT Viol Nets: 0

Flow run
  – Total tool warning count: 31
  – MaxCap Viol Count: 0

Placement
  – Placement Setup Slack: 0.861 ns
  – Global placement routability congestion: 0.848
  – Port Buf Inserts: 10
  – Post-DP HPWL: 7070 um
[worst register-to-register path: cells and delay by family, from the launching register on]
| kind | cells | cell delay [ns] |
|---|---|---|
| xor gates and xnor gates | 1 | 0.14 |
| and+or+nand+nor | 5 | 0.97 |
| DFF | 1 | 0.42 |
[final timing paths]
kind,from,end,slack (ns)
worst max register to register,clkdivider0.count[2],clkdivider0.count[13],2.18
worst min register to register,clkdivider0.count[0],clkdivider0.count[0],0.48
min in group asynchronous,reset,clkdivider0.count[1],1.12
max in group asynchronous,reset,clkdivider0.count[15],2.18
worst min-delay path,clkdivider0.count[0],clkdivider0.count[0],0.48
worst max-delay path,reset,pwm0_out,0.87
[cell usage in the layout (no fill, tap or decap), types with 13 or more instances in the layout]
cell type	Yosys	layout
xnor2_1	24	24
nand3_1	31	31
ha_1	34	34
inv_1	32	32
or4_1	14	14
nor4_1	17	17
o21ai_0	27	27
dfxtp_1	108	108
and3_1	13	13
a21oi_1	18	18
dfrtp_1	17	16
nand2_1	28	28
nor2b_1	55	55
xor2_1	16	16
nor2_1	56	56
nand4_1	13	13
[report_power, final]
group / internal, mW / switching (mW) / leakage (nW)
clock: 0.142 / 0.0624 / 0.0382
sequential: 0.182 / 0 / 1.11
combinational: 0.0122 / 0.0251 / 1.29
total: 0.336 / 0.0876 / 2.44
[state kept, by name, indices dropped and copies added (netlist names), 8 cells and up]
signal,cells
debounce2_b.button_hist,8
pwm1.count,8
debounce2_a.button_hist,8
debounce1_b.button_hist,8
pwm0.count,8
clkdivider0.count,16
encoder0.value,8
encoder2.value,8
debounce1_a.button_hist,8
debounce0_a.button_hist,8
debounce0_b.button_hist,8
encoder1.value,8
pwm2.count,8
[area by class of cell]
type                    count  area, sq um  share of cell area
flip-flops and latches    125         2590               0.422
clock buffers               4         78.8              0.0129
repair buffers             13          120              0.0196
multi-input cells         450         3040               0.496
well taps                 143          179              0.0292
inverters                  33          124              0.0202
[kinds of logic after synthesis]
| logic type | count (synthesis) |
|---|---|
| AND/OR/NAND/NOR | 276 |
| flip-flops | 125 |
| AND-OR/OR-AND | 90 |
| buffers and inverters | 54 |
| XOR/XNOR | 40 |
| adder cells (fa/ha/maj) | 34 |
| multiplexers | 10 |
[per-stage QoR]
stage / std cells / instance area [sq um]
after floorplan: 629 / 5880
after global placement: 764 / 6050
after detailed placement: 764 / 6050
after CTS: 768 / 6130
after global routing: 768 / 6130
final: 768 / 6130
[layer usage]
layer | wire length (um) | GRT usage | up-vias
met5 | 0 | 0 | -
met4 | 0 | 0.00444 | 0
met3 | 280 | 0.0112 | 0
met2 | 4000 | 0.248 | 60
met1 | 5500 | 0.301 | 1965
li1 | - | - | 2220
No activity file was given, so power comes from the tool's default toggle rates.
