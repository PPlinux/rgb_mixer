<file path="/design/flow/config.mk">
export PLATFORM = sky130hd
export DESIGN_NAME = encoder_blocking
export DESIGN_NICKNAME = encoder_blocking
export VERILOG_FILES = /design/flow/design.v
export SDC_FILE = /design/flow/constraint.sdc
export NUM_CORES = 4
export LEC_CHECK = 1
export CORE_AREA = 10 10 89 89
export DIE_AREA = 0 0 99 99
</file>
<file path="/design/flow/run.sh">
#!/bin/bash
# OpenROAD 26Q1-2900-gdf79404cd8, Yosys 0.63+post, stock flow scripts
make -C /OpenROAD-flow-scripts/flow DESIGN_CONFIG=/design/flow/config.mk WORK_HOME=/design/flow/orfs finish
</file>
<file path="/design/flow/design.v">
`default_nettype none
`timescale 1ns/1ns
module encoder_blocking #(
    parameter WIDTH = 8,
    parameter INCREMENT = 1'b1
    )(
    input clk,
    input reset,
    input a,
    input b,
    output reg [WIDTH-1:0] value
    );
    reg old_a;
    reg old_b;
    always @(posedge clk) 
     begin
        if(reset) 
         begin
            old_a <= 0;
            old_b <= 0;
            value <= 0;
         end 
        else 
         begin
            old_a <= a;
            old_b <= b;
           if ((value > 8'b00000000) && (value < 8'b11111111))
            begin         
             case ({a,old_a,b,old_b})
                4'b1000: value <= value + INCREMENT;
                4'b0111: value <= value + INCREMENT;
                4'b0010: value <= value - INCREMENT;
                4'b1101: value <= value - INCREMENT;
                default: value <= value;
             endcase
            end 
            if (value == 8'b00000000)
            begin         
             case ({a,old_a,b,old_b})
                4'b1000: value <= value + INCREMENT;
                4'b0111: value <= value + INCREMENT;
                default: value <= value;
             endcase
            end 
            if (value == 8'b11111111)
            begin         
             case ({a,old_a,b,old_b})
                4'b0010: value <= value - INCREMENT;
                4'b1101: value <= value - INCREMENT;   
                default: value <= value;
             endcase
            end 
         end
    end
endmodule
</file>
<file path="/design/flow/constraint.sdc">
current_design encoder_blocking

set clk_period 5.0
set clk_io_pct 0.2

create_clock -name clk0 -period $clk_period [get_ports {clk}]

set non_clock_inputs [all_inputs -no_clocks]
set_input_delay [expr $clk_period * $clk_io_pct] -clock clk0 $non_clock_inputs
set_output_delay [expr $clk_period * $clk_io_pct] -clock clk0 [all_outputs]
</file>
==> flow_metrics.tcl <==
# flow metrics
set metrics [dict create \
    rsz0062_at_grt "false" \
    overflow 0 \
    dieHeight_um 99 \
    floorplan.core_util_pct 12.87 \
    worstPathRequired_ps 5120 \
    tightestPinTransition_ps 551.7 \
    vias 688 \
    routed_wl_um 2022 \
    synth-async-reset-ratio_pct 0 \
    warning_count 27 \
    final_cells 168 \
    core_sq_um 5991 \
    cp-end-kind "register" \
    cts_resized 0 \
    gp_congestion 0.8026 \
    num_rows 28 \
    ir_worst_vdd_mv 0.06535 \
    grt_max_degree 15 \
    ys_cells 82 \
    yosysWarnings 1 \
    cts_tree "yes" \
    max_freq_ghz 0.3685 \
    syn_to_final_growth_pct 30.36 \
    clockBufferDepth 2 \
    worst_setup_path_start_kind "primary input" \
    ys_seq_share_pct 25.97 \
    fin_crit_ps 2713 \
    layout_top_cells "clkdlybuf4s50_1 (11), dfxtp_1 (10), nor2_1 (7)" \
    ys_sh_xor_pct 0 \
    yosysUniqueCellTypes 39 \
    final_common_cell "clkdlybuf4s50_1" \
    leakagePower_nw 0.3235 \
    hpwl_um 1549 \
    simple_gate_share_pct 27.92 \
    drv_cap 0 \
    finalClockPeriodUsage_pct 54.27 \
    p_per_area_nw_per_um2 265.3 \
    slew_headroom_pct 63.11 \
    r2r_slack_ps 3070 \
    htree_levels 1 \
    stdcell_area_sq_um 1005 \
    drc 0 \
    ys_sh_adder_pct 4.870 \
    place_area_sq_um 963.4 \
    power_w 0.0002665 \
    aoi_share_pct 31.17 \
    ys_top_logic_family "AND-OR/OR-AND gates" \
    ioPinCount 12 \
    avgSynthCellArea_sq_um 9.399 \
    clk_pin_slew_worst_paths_ps 50 \
    crit_type "primary input to register" \
    path_max_fanout 5 \
    syn_inst 82 \
    slew_violations 0 \
    grt_pass1_wl_um 3312 \
    antennaDiodeCount 0 \
    finClkSkew_ps 2.802 \
    chipArea_sq_um 9801 \
    syn_area_sq_um 770.7 \
    drive_above_1_share_pct 15.05 \
    yosysChipArea_sq_um 770.7 \
    nFillCells 664 \
    cts_setup_buffers 0 \
    drt_first_iter_violations 64 \
    drtAntennaViolNets 0 \
    ff_type "dfxtp_1" \
    clock-sinks 10 \
    clock.latency.late_pin_ps 230 \
    fin_tns_setup_ps 0 \
    status "completed" \
    numPortBuffers 11 \
    ys_ff 10 \
    worst-endpoint-arrival_ps 2840 \
    synth.area.mux_share_pct 6.169 \
    cts_hold_buf 0 \
    grt_pass1_vias 655 \
    root_buffer "clkbuf_8" \
    dp.cells 165 \
    die_width_um 99 \
    grt_util_all_layers_pct 3.970 \
    hold_violations 0 \
    firstDrtPassIters 4 \
    finalSetupViolations 0 \
    vias_per_cell 4.095 \
    synth-edff-count 0 \
    wl_per_cell_um 12.04 \
    antenna_found_initial 0 \
    cts_buffers 3 \
    hold_path.class "register to register" \
]
==> where the power goes <==
part | internal, W | total, W | leakage [nW] | switching, W
Sequential | 0.0000869 | 0.000100 | 0.0816 | 0.0000132
Combinational | 0.0000424 | 0.0000813 | 0.220 | 0.0000390
Clock | 0.0000528 | 0.0000851 | 0.0216 | 0.0000323
Total | 0.000182 | 0.000267 | 0.323 | 0.0000844
==> synth_stat cells, types with 2 or more instances <==
library cell	number	area, sq um
dfxtp_1	10	200.2
nor2_1	7	26.28
nand2_1	6	22.52
inv_1	5	18.77
nor2b_1	4	25.02
a21oi_1	3	15.01
a22oi_1	3	22.52
clkbuf_1	3	11.26
ha_1	3	37.54
nand3_1	3	15.01
nand4_1	3	18.77
mux2_1	2	22.52
nand4b_1	2	17.52
nor3b_1	2	15.01
or4b_4	2	27.53
==> area by class of cell <==
type	instances	area (sq um)	area share, %
multi-input combinational	64	540.5	53.80
clock buffer	3	41.29	4.110
sequential	10	200.2	19.93
inverter	5	18.77	1.868
timing repair buffer	11	110.1	10.96
tap	75	93.84	9.340
==> sequential cells by signal, summed over array words and instances (netlist names) <==
signal  flops
value       8
old_a       1
old_b       1
==> per-layer routing <==
metal / global-route usage (%) / routed length (um) / vias to the layer above / share of wire (%)
met5: 0 / 0 / - / 0
met4: 0.8820 / 33 / 0 / 1.6
met3: 1.128 / 131 / 2 / 6.5
met2: 6.012 / 884 / 22 / 44
met1: 5.436 / 973 / 321 / 48
li1: - / - / 343 / -
==> per-stage QoR <==
step / hold WS (ps) / setup WS, ps / util, %
finish: 594.5 / 2287 / 16.77
global placement: 583.7 / 2058 / 16.08
floorplan: 502.1 / 2580 / -
global route: 629.5 / 2181 / 16.77
detailed placement: 587.2 / 2036 / 16.08
CTS: 594.8 / 2280 / 16.77
==> path summary, 6_finish.rpt <==
check        startpoint  depth (start not counted)        to
min            value[7]                          1  value[7]
min reg2reg    value[7]                          1  value[7]
max                   b                          5  value[6]
max reg2reg    value[0]                          6  value[6]
==> critical path, cell delays in order <==
cell and delay (ps):
clkdlybuf4s50_1 460, or4b_4 620, a2111oi_4 370, a41oi_2 70, mux2_4 310
==> cells by family (layout without fill, tap and decap cells) <==
| logic type | after synthesis | count (layout) |
|---|---|---|
| flops | 10 | 10 |
| buf+inv | 8 | 19 |
| compound gates | 23 | 23 |
| simple gates | 34 | 34 |
| mux | 4 | 4 |
| fa+ha+maj | 3 | 3 |
Power and IR drop assume default switching activity.
