### ./run.sh
#!/bin/bash
# OpenROAD 26Q1-2900-gdf79404cd8, Yosys 0.63+post, stock flow scripts
make -C /OpenROAD-flow-scripts/flow DESIGN_CONFIG=/design/flow/config.mk WORK_HOME=/design/flow/orfs finish
### ./config.mk
export PLATFORM = sky130hd
export DESIGN_NAME = clk_divider
export DESIGN_NICKNAME = clk_divider
export VERILOG_FILES = /design/flow/design.v
export SDC_FILE = /design/flow/constraint.sdc
export NUM_CORES = 4
export LEC_CHECK = 1
export CORE_AREA = 10 10 97 97
export DIE_AREA = 0 0 107 107
### ./design.v
`default_nettype none
`timescale 1ns/1ns
module clk_divider (
    input clk, rst,
    output reg clk_div_out
    );
parameter terminalcount = (3);
parameter counter_width = 16;
reg [counter_width-1:0] count;
wire tc;
assign tc = (count == terminalcount);	 
always @ (posedge(clk), posedge(rst))
begin
    if (rst) count <= 0;
    else if (tc) count <= 0;		 
    else count <= count + 1;
end
always @ (posedge(clk), posedge(rst))
begin
    if (rst) clk_div_out <= 0;
    else if (tc) clk_div_out = !clk_div_out;	 
end
endmodule
### ./constraint.sdc
current_design clk_divider

set clk_period 2.3
set clk_io_pct 0.2

create_clock -name clk0 -period $clk_period [get_ports {clk}]

set non_clock_inputs [all_inputs -no_clocks]
set_input_delay [expr $clk_period * $clk_io_pct] -clock clk0 $non_clock_inputs
set_output_delay [expr $clk_period * $clk_io_pct] -clock clk0 [all_outputs]
==> impl_metrics.csv <==
group,metric,value,unit
detailed_routing,routed_via_density,2.816,
layout,layout_top_cell,"dfrtp_1",
critical_path,crit_slowest_cell,"clkdlybuf4s50_1",
floorplan,core,7292,µm²
yosys,ys_seq_share,0.5457,
sta,min_period,1.535,ns
yosys,synth_cell_types,17,
min_path,min_to,"count[15]$_DFF_PP0_",
power,internal_power,0.4233,mW
power,p_comb_frac,0.014,
detailed_routing,ant_nets,0,
clock_network,cts_sinks,17,
power,peakVddDrop,0.3609,mV
clock_network,root_buffer,"clkbuf_8",
run,drv_cap,0,
layout,drive_gt1_frac,0.09333,
clock_network,cts_made_buffers,3,
grt,overflow,0,
detailed_routing,routedWlPerCell,7.282,µm
critical_path,reg2reg_depth,4,
clock_network,cts_setup_buffers,0,
critical_path,startpoint,"clk_div_out$_DFFE_PP0N_",
power,power.total,0.5172,mW
sta,finalMaxSlewViolations,0,
critical_path,r2r_slack,0.81,ns
grt,grt_pass1_vias,530,
critical_path,crit_cells,1,
detailed_routing,drt_iter0_drc,6,
power,power_switching,0.09397,mW
placement,post-dp-hpwl,937.5,µm
layout,syn_to_final_growth,24.24,%
yosys,avgSynthCellArea,11.30,µm²
min_path,hp-class,"flop to flop",
grt,antenna_found_initial,0,
power,switching_share,0.1817,
sta,period_used_share,0.6675,
sta,tightest_slew,0.6165,ns
sta,max_freq,0.6514,GHz
critical_path,cp.required,1.84,ns
floorplan,die_h,107,µm
critical_path,cp_data_arrival_time,1.08,ns
yosys,ys_cells,69,
critical_path,cp.buffers_inverters,1,
min_path,min_from,"count[15]$_DFF_PP0_",
critical_path,rr_endpoint,"count[1]$_DFF_PP0_",
sta,skew,0.001994,ns
floorplan,die_w,107,µm
detailed_routing,num_antenna_cells,0,
placement,io_buffers,2,
sta,grt_setup_unrepaired,"no",
detailed_routing,vias,490,
floorplan,num_io_pins,3,
clock_network,cts_hold_buffers,0,
power,power.leakage,0.4134,nW
yosys,ys_warn_count,1,
floorplan,dieArea,11450,µm²
critical_path,endpoint_kind,"output port",
clock_network,insertion_delay,0.24,ns
yosys,yosys-stat-area,779.5,µm²
grt,grt_usage,0.02485,
yosys,ys.flops,17,
detailed_routing,drc,0,
layout,mostFrequentLayoutCells,"17 x dfrtp_1, 9 x xor2_1, 6 x nor4_1, 6 x xnor2_1, 5 x nor2_1",
sta,fin_tns_setup,0,ns
run,tool_warnings,25,
clock_network,cts_max_level,1,
floorplan,row_count,31,
min_path,min_path_cells,1,
sta,hold_viol,0,
critical_path,r2r_start,"count[0]$_DFF_PP0_",
critical_path,path_delay_family,"buffers and inverters",
grt,grt_pass1_wl,2421,µm
clock_network,cts_tree,"yes",
critical_path,cp_slowest_stage_delay,0.47,ns
critical_path,cp_max_fo,2,
sta,setup_violations,0,
detailed_routing,wl,1267,µm
clock_network,clkSlewWorstSetupHoldPaths,0.06,ns
critical_path,worstSetupPathType,"flop to output port",
clock_network,cts_resized,0,
placement,globalplace.congestion,0.7747,
power,p_per_area,534.1,nW/µm²
sta,slew_headroom,0.5886,
power,power_frac_seq,0.578,
detailed_routing,first_pass_iters,2,
grt,grt_max_degree,18,
yosys,syn_area,779.5,µm²
power,clock_power_share,0.408,
clock_network,cts_buffer_depth,2,
floorplan,initCoreUtil,0.1069,
status,status,"finished clean",
critical_path,cp-start-kind,"flop",
critical_path,crit_chain,"clkdlybuf4s50_1",
yosys,synth_cells,69,
-- flip-flops by register name (all words and copies together), names as in the netlist --
register	flops
clk_div_out	1
count	16
-- metrics by stage --
step	cells	hold WS [ns]	instance area, µm²	setup WS (ns)	utilization
4_1_cts	174	0.4779	968.4	0.7421	0.1328
2_1_floorplan	69	0.3861	779.5	0.9866	-
5_1_grt	174	0.4925	968.4	0.6610	0.1328
6_report	174	0.4738	968.4	0.7649	0.1328
3_3_place_gp	170	0.4596	923.4	0.8537	0.1266
3_5_place_dp	170	0.4624	923.4	0.8186	0.1266
-- cells in the mapped netlist --
cell / count / area [µm²]
xnor2_1: 6 / 52.55
ha_1: 1 / 12.51
dfrtp_1: 17 / 425.4
and2_1: 1 / 6.260
nor2_1: 5 / 18.77
nand4_2: 1 / 12.51
nand4_1: 3 / 18.77
xor2_1: 9 / 78.83
nor4_1: 6 / 37.54
nor4_2: 1 / 12.51
nand2_1: 4 / 15.01
inv_1: 3 / 11.26
nor3_1: 4 / 20.02
and4_1: 1 / 8.760
nor4b_1: 1 / 8.760
nand3_1: 4 / 20.02
nand3_2: 2 / 20.02
-- area by class of cell --
| class | instances | area, µm² |
|---|---|---|
| multi-input combinational | 49 | 342.8 |
| inverter | 3 | 11.26 |
| timing repair buffer | 2 | 20.02 |
| tap | 99 | 123.9 |
| sequential | 17 | 425.4 |
| clock buffer | 4 | 45.04 |
| fill | 859 | 6324 |
-- metal layers --
| layer | part of all wire | GRT usage | vias up |
|---|---|---|---|
| li1 | - | - | 256 |
| met1 | 0.53 | 0.03591 | 224 |
| met2 | 0.42 | 0.03556 | 8 |
| met3 | 0.040 | 0.008490 | 2 |
| met4 | 0.017 | 0.003868 | 0 |
| met5 | 0 | 0 | - |
-- logic make-up (layout without fill, tap and decap cells) --
group	after synthesis	after routing	share of synthesized area
DFF	17	17	0.5457
buffers and inverters	3	9	0.01445
adders and majority gates	1	1	0.01605
and+or+nand+nor	33	33	0.2552
xor gates and xnor gates	15	15	0.1685
-- worst max path at each step --
stage / slack [ns] / endpoint
after CTS: 0.74 / clk_div_out
final: 0.76 / clk_div_out
after global routing: 0.66 / count[1]$_DFF_PP0_
-- power groups by stage --
stage | combinational, mW | sequential (mW) | clock (mW)
6_report | 0.00710 | 0.299 | 0.211
5_1_grt | 0.00858 | 0.299 | 0.234
4_1_cts | 0.00768 | 0.299 | 0.221
No activity file was given, so power comes from the tool's default toggle rates.
